==> flow/design.v <==
module NPC(PC, NPCOp, IMM, NPC);   
   input  [31:0] PC;         
   input  [1:0]  NPCOp;      
   input  [25:0] IMM;        
   output reg [31:0] NPC;    
   wire [31:0] PCPLUS4;
   assign PCPLUS4 = PC + 4;  
   always @(*) begin
      case (NPCOp)
          2'b00:  NPC = PCPLUS4;
          2'b01: NPC = PCPLUS4 + {{14{IMM[15]}}, IMM[15:0], 2'b00};
          2'b10:   NPC = {PCPLUS4[31:28], IMM[25:0], 2'b00};
          default:     NPC = PCPLUS4;
      endcase
   end  
endmodule
==> flow/run.sh <==
#!/bin/bash
# OpenROAD 26Q1-2900-gdf79404cd8, Yosys 0.63+post, stock flow scripts
make -C /OpenROAD-flow-scripts/flow DESIGN_CONFIG=/design/flow/config.mk WORK_HOME=/design/flow/orfs finish
==> flow/config.mk <==
export PLATFORM = sky130hd
export DESIGN_NAME = NPC
export DESIGN_NICKNAME = NPC
export VERILOG_FILES = /design/flow/design.v
export SDC_FILE = /design/flow/constraint.sdc
export NUM_CORES = 4
export LEC_CHECK = 1
export CORE_UTILIZATION = 40
export SYNTH_HDL_FRONTEND = slang
==> flow/constraint.sdc <==
current_design NPC

set clk_period 12.4
set clk_io_pct 0.2

create_clock -name clk0 -period $clk_period

set non_clock_inputs [all_inputs -no_clocks]
set_input_delay [expr $clk_period * $clk_io_pct] -clock clk0 $non_clock_inputs
set_output_delay [expr $clk_period * $clk_io_pct] -clock clk0 [all_outputs]
==> flow_metrics.tcl <==
# collected from the flow reports
set metrics [dict create \
    slew_viol_final 0 \
    postCtsSetupRepairBufs 0 \
    num_vias 3112 \
    cts_resized 0 \
    syn_avg_cell_area_um2 6.92 \
    dp_hpwl_um 6750 \
    ys_area_um2 2690 \
    grt_usage_pct 24.7 \
    tightest_slew_ns 0.637 \
    ys_types 59 \
    violations "DRC" \
    die_x_um 84.0 \
    layout_top_cells "clkdlybuf4s50_1, nand2_1, nor2_1, ha_1, xor2_1" \
    grt_pass1_wl_um 14200 \
    worst_ir_drop_vdd_uv 18.8 \
    maxCapViolations 0 \
    cp_cell_sequence "clkdlybuf4s50_1 > ha_1 > nand2_1 > nor3_2 > and2_1 > and3_1 > xor2_1 > ha_1 > a21oi_1 > o21ai_2 > or4_1 > a21oi_2 > a21oi_2 > a211oi_2 > xor2_1 > nand3_1 > o311ai_1 > clkdlybuf4s50_1" \
    slowest_delay_ns 0.54 \
    min_from "PC[0]" \
    viasPerCell 5.71 \
    critPathKind "in2out" \
    wl_per_cell_um 15.7 \
    worst_ep_required_time_ns 9.92 \
    crit_family "simple AND/OR/NAND/NOR gates" \
    flops 0 \
    antenna_found_initial 0 \
    syn_area_um2 2690 \
    dr.pass1.iters 46 \
    placed_cells 545 \
    setup_viol 0 \
    tool_warnings 39 \
    clock.fmax_ghz 0.107 \
    p_leak_nw 1.53 \
    cp.arrival_ns 6.89 \
    finalSetupTns_ns 0 \
    power_density_nw_per_um2 48.8 \
    hp-class "in2out" \
    pin_count 92 \
    rows 29 \
    drtIter0Drc 186 \
    flop_area_um2 0 \
    netlist_instances 388 \
    gp_congestion 0.934 \
    critPathBufInv 2 \
    cts_hold_buf 0 \
    path_max_fanout 4 \
    nClkBuffers 0 \
    grt_max_degree 37 \
    p_total_w 0.000179 \
    yosysWarnings 0 \
    grt_overflow 0 \
    hold_path_depth 3 \
    grt_pass1_vias 2871 \
    fin_crit_ns 9.37 \
    lay_top_count "clkdlybuf4s50_1" \
    rsz0062_at_grt "false" \
    status "complete, but fails checks" \
    die_y_um 84.0 \
    area_delta_synth_final_pct 36.3 \
    hold_viol 0 \
    synth_seq_share_pct 0 \
    layout.cells.non_filler 545 \
    core_area_um2 6420 \
    yosysCellCount 388 \
    relSlewSlack_pct 57.4 \
    cp_slowest_cell "clkdlybuf4s50_1" \
    min_to "NPC[0]" \
    period_used_pct 75.6 \
    fin_util_pct 57.0 \
    antenna_cells 0 \
    die-area_um2 7050 \
    end_kind "output port" \
    fp_util_pct 41.8 \
    crit_path_start_kind "input port" \
    drive_gt1_share_pct 4.91 \
    antenna_left 0 \
    portBuffers 92 \
    route.detailed.drc 12 \
    routed_wl_um 8550 \
]
[per-layer routing]
metal / global-route usage (%) / vias to the layer above / wire length (um)
li1: - / 1611 / -
met1: 39.6 / 1396 / 4280
met2: 38.2 / 101 / 3700
met3: 1.91 / 4 / 562
met4: 0.470 / 0 / 4
met5: 0 / - / 0
[layout make-up]
cell class	instances	area, um2
timing repair buffer	96	951
tap	77	96.3
inverter	12	45.0
multi-input combinational	360	2570
fill	599	2760
[how the worst max path moves through the flow]
stage	from	endpoint	slack, ns	depth (start not counted)
finish	PC[2]	NPC[31]	3.03	18
global route	PC[2]	NPC[31]	2.76	19
CTS	PC[2]	NPC[31]	3.04	18
[cells by family after synthesis]
kind of cell | Yosys count | synth area share (%)
compound gates | 130 | 35.2
xor+xnor | 54 | 17.9
fa+ha+maj | 38 | 18.0
buf+inv | 28 | 4.38
simple gates | 138 | 24.6
[where the power goes]
group | switching (W) | total (W) | leakage (nW) | internal, W
logic | 0.0000844 | 0.000179 | 1.53 | 0.0000944
clock network | 0 | 0 | 0 | 0
registers | 0 | 0 | 0 | 0
total | 0.0000844 | 0.000179 | 1.53 | 0.0000944
[worst min-delay path: cells and delay by family]
kind	cells	cell delay [ns]
compound gates	1	0.10
buf+inv	2	0.78
[Yosys cell counts (all sizes together), types with 2 or more instances]
master	instances	share of area, %
o2bb2ai	3	0.98
nand3	21	3.9
nand4	8	1.9
clkbuf	14	2.1
nor2b	6	1.4
nand2	38	5.3
a21o	17	4.8
a31oi	2	0.47
a221o	6	2.2
o21bai	5	1.4
a22oi	5	1.4
and4	2	0.75
a221oi	12	4.1
ha	37	17
a41oi	2	0.65
a21boi	3	0.98
and2b	2	0.56
a211oi	2	0.75
xor2	29	9.7
xnor2	25	8.2
inv	11	1.5
buf	2	0.61
or2	2	0.47
nor3	5	1.1
and3	9	2.1
o21a	8	2.2
o21ai	17	3.3
and2	3	0.70
o221ai	4	1.3
nor2	38	5.4
a21oi	33	7.0
o22ai	2	0.47
a31o	3	0.98
[stage by stage]
step	hold slack (ns)	instance area [um2]	worst slack (ns)
global route	5.86	3660	2.76
global placement	5.84	3660	3.14
finish	5.84	3660	3.03
floorplan	4.98	2690	4.62
CTS	5.84	3660	3.04
detailed placement	5.84	3660	3.04
Power is estimated from default activity; no workload was simulated.
